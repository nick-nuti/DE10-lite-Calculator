[flow/run.sh]
#!/bin/bash
# OpenROAD 26Q1-2900-gdf79404cd8, Yosys 0.63+post, stock flow scripts
make -C /OpenROAD-flow-scripts/flow DESIGN_CONFIG=/design/flow/config.mk WORK_HOME=/design/flow/orfs finish
[flow/design.v]
module calc_top(input fifty_MHz, input reset, input [3:0] row, output [3:0] column, input bttn1, input bttn0, input [9:0] sw, output [47:0] hex, output reg [9:0] leds);
	reg [22:0] number_out;
		uart_qsys u0 (
		.clk_clk                 (fifty_MHz),                  
		.pio_fpga_to_nios_export (number_out), 					 
		.reset_reset_n           (reset)                       
	);
	wire twentyfive_mhz;
	twentyfive_mhz c0 (.clk(fifty_MHz), .twentyfive_mhz(twentyfive_mhz));
	wire [15:0] keypad;
	wire [3:0] keypad_decode;
	reg [3:0] state_place = 4'd0;
	wire [3:0] next_state;
	wire [19:0] hex_disp;
	wire [9:0] bttn_track;
	wire flash_start;
	wire en_calc;
	wire [19:0] operand_one;
	wire [19:0] operand_two;
	wire [19:0] equation_out;
	reg useanswer = 1'b0;
	wire [19:0] equation_out_disp;
	wire neg_out;
	reg zero_check;
	always@(negedge bttn0 or negedge bttn1)
    begin
        if(~bttn0) 
		  begin
				state_place = 4'd0;
				useanswer = 1'b0;
				number_out = 23'b11100000000000000000000;
				zero_check = 1'b0;
		  end	
		  else if(~bttn1) 
		  begin
					case (state_place)
					4'd0: begin
								number_out = 23'b00100000000000000000000 | operand_one;
								state_place = 4'd1;
						   end
					4'd1: begin
								if ((sw[9:0] == 10'b1000000001) || (sw[9:0] == 10'b1000000100) || (sw[9:0] == 10'b1000001000) || (sw[9:0] == 10'b1000001000))
								begin
									number_out = 23'b01100000000000000000000 | bttn_track;
									state_place = 4'd3;
								end
								else 
								begin
									number_out = 23'b01000000000000000000000 | bttn_track;
									state_place = 4'd2;
								end
							end
					4'd2: begin
								if  ((operand_two == 0)&& (sw[9:0] == 10'b0000001000)) begin zero_check = 1'b1; number_out = 23'b10000000000000000000000 | operand_two;state_place = 4'd3; end
								else 
								begin
								number_out = 23'b10000000000000000000000 | operand_two;
								state_place = 4'd3;
								end
							end
					4'd3: begin
								number_out = 23'b10100000000000000000000;  
								state_place = 4'd1;
								useanswer = 1'b1;
							end
				default : state_place = 4'd0;
				endcase
			end
    end
	always@(posedge twentyfive_mhz)
	begin
		case(state_place)
				4'd0: leds <= 10'b0000000000;
				4'd1: leds <= 10'b0000000001;
				4'd2: leds <= 10'b0000000010;
				4'd3: begin
							if(neg_out == 1'b1)
								leds <= 10'b1000000011;
							else
								leds <= 10'b0000000011;
						end
				4'd4: leds <= 10'b0000000100;
				4'd5: leds <= 10'b0000000101;
				4'd6: leds <= 10'b0000000110;
				4'd7: leds <= 10'b0000000111;
				4'd8: leds <= 10'b0000001000;
				4'd9: leds <= 10'b0000001001;
				4'd10:leds <= 10'b0000001010;
				4'd11: leds <= 10'b0000001011;
				4'd12: leds <= 10'b0000001100;
				4'd13: leds <= 10'b0000001101;
				4'd14: leds <= 10'b0000001110;
				4'd15: leds <= 10'b0000001111;
			endcase
	end
	display d0 (.hex_hold(hex_disp), .reset(bttn1), .clk(fifty_MHz), .en_calc(en_calc), .buttn_track(bttn_track), .flash_start(flash_start), .hex5(hex[47:40]), .hex4(hex[39:32]), .hex3(hex[31:24]),
				.hex2(hex[23:16]), .hex1(hex[15:8]), .hex0(hex[7:0]), .zero_check(zero_check));
	keypad k0 (.clk(twentyfive_mhz), .state_place(state_place), .row(row), .column(column), .decode(keypad));
	keypadtodisp kd0 (.clk(twentyfive_mhz), .state_place(state_place), .equation_out(equation_out_disp), .keypad_decode(keypad), .bttn0(bttn0), .bttn1(bttn1), .hex_disp(hex_disp), .en_calc(en_calc), .flash_start(flash_start));
	state0 s0 (.equation_out(equation_out), .useanswer(useanswer), .state_place(state_place), .clk(twentyfive_mhz), .hex_disp(hex_disp), .operand_one(operand_one));
	state1 t0 (.state_place(state_place),.clk(twentyfive_mhz), .sw(sw), .bttn_track(bttn_track));
	state2 a0 (.state_place(state_place),.clk(twentyfive_mhz), .hex_disp(hex_disp), .operand_two(operand_two));
	state3 b0 (.clk(twentyfive_mhz), .state_place(state_place), .operand_two(operand_two), .operand_one(operand_one), .bttn_track(bttn_track), .equation_out(equation_out), 
		.equation_out_disp(equation_out_disp), .neg_out(neg_out), .zero_check(zero_check));
endmodule	
module state0(input [19:0] equation_out, input useanswer, input clk, input [3:0] state_place, input [19:0] hex_disp, output reg [19:0] operand_one);
	always@(posedge clk)
	begin
		if(state_place == 4'd0)
		begin
				operand_one <= hex_disp;
		end
		if((state_place == 4'd1)&&(useanswer == 1'd1))
		begin
			operand_one <= equation_out;
		end
	end
endmodule
module state1(input clk, input [3:0] state_place, input [9:0] sw, output reg [9:0] bttn_track);
	always@(posedge clk)
	begin
		if(state_place == 4'd1)
		begin
			bttn_track <= sw;
		end
	end
endmodule
module state2(input clk, input [3:0] state_place, input [19:0] hex_disp, output reg [19:0] operand_two);
	always@(posedge clk)
	begin
		if(state_place == 4'd2)
		begin
			operand_two <= hex_disp;
		end
	end
endmodule
module state3 (input clk, input [3:0] state_place, input [19:0] operand_two, input [19:0] operand_one, input [9:0] bttn_track, output reg [19:0] equation_out, 
					output reg [19:0] equation_out_disp, output reg neg_out,  input zero_check);
	integer i;
	initial i =0;
	reg [19:0] operand_one_hold;
	reg [19:0] operand_two_hold;
	always @ (posedge clk)
		begin
			if (state_place == 4'd3)
			begin
				case (bttn_track)
				10'b0000000001: begin 
										equation_out <= operand_one + operand_two;
										if(equation_out[19] == 1'b1)
										begin
											equation_out_disp <= ((~equation_out)+20'd1);
											neg_out <= 1'd1;
										end
										else
										begin
											equation_out_disp <= equation_out;
											neg_out <= 1'd0;
										end
									 end
				10'b0000000010: begin 
										equation_out <= operand_one - operand_two;
										if(equation_out[19] == 1'b1)
										begin
											equation_out_disp <= ((~equation_out)+20'd1);
											neg_out <= 1'd1;
										end
										else
										begin
											equation_out_disp <= equation_out;
											neg_out <= 1'd0;
										end
									 end
				10'b0000000100: begin 
										equation_out <= operand_one * operand_two;
										if(equation_out[19] == 1'b1)
										begin
											equation_out_disp <= ((~equation_out)+20'd1);
											neg_out <= 1'd1;
										end
										else
										begin
											equation_out_disp <= equation_out;
											neg_out <= 1'd0;
										end
									 end
				10'b0000001000: begin 
										if (zero_check == 1'b1)
										begin
										  equation_out <= 20'b0; 
										end
										else 
										begin
										equation_out <= (operand_one / operand_two);
										if(equation_out[19] == 1'b1)
										begin
											equation_out_disp <= ((~equation_out)+20'd1);
											neg_out <= 1'd1;
										end
										else if (equation_out[19] == 1'b0)
										begin
											equation_out_disp <= equation_out;
											neg_out <= 1'd0;
										end
										end
									 end
				10'b1000000001: begin 
									if (i == 0) begin operand_one_hold <= operand_one; i = i +1; end
									else if ((i > 0) && (operand_one_hold >= 2))
										begin
											operand_one_hold <= operand_one_hold /2;
											i = i +1;
										end
									else if (operand_one_hold <2)
										begin
											equation_out <= (i -1 );
											if(equation_out[19] == 1'b1)
											begin
												equation_out_disp <= ((~equation_out)+20'd1);
												neg_out <= 1'd1;
											end
											else
											begin
												equation_out_disp <= equation_out;
												neg_out <= 1'd0;
											end
											i =0;
										end
									end
				10'b1000000010: begin 
										if (i == 0) begin operand_one_hold <= operand_one; i = i +1; end
										else if ((i> 0) && (i < operand_two))
										begin
											operand_one_hold <= operand_one_hold * operand_one;i = i +1;
										end
										else begin 
											equation_out <= operand_one_hold; 
											if(equation_out[19] == 1'b1)
											begin
												equation_out_disp <= ((~equation_out)+20'd1);
												neg_out <= 1'd1;
											end
											else
											begin
												equation_out_disp <= equation_out;
												neg_out <= 1'd0;
											end
											operand_one_hold <= 0; 
											i <=0; 
										end
									end
				10'b1000000100: begin 
										if (i == 0) begin 
											operand_one_hold <= 1; 
											i <= 1; 
										end
										else if ((i <= operand_one)&&(operand_one_hold!=0))
										begin
											operand_one_hold <= operand_one_hold * i;
											i = i + 1;
										end
										else
										begin
											equation_out <= operand_one_hold;
											if(equation_out[19] == 1'b1)
											begin
												equation_out_disp <= ((~equation_out)+20'd1);
												neg_out <= 1'd1;
											end
											else
											begin
												equation_out_disp <= equation_out;
												neg_out <= 1'd0;
											end
											i <= 0;
											operand_one_hold<=0;
										end
									 end
				10'b1000001000: begin 
										equation_out <= (3*operand_one)/180;
										if(equation_out[19] == 1'b1)
										begin
											equation_out_disp <= ((~equation_out)+20'd1);
											neg_out <= 1'd1;
										end
										else
										begin
											equation_out_disp <= equation_out;
											neg_out <= 1'd0;
										end
									 end
				default		 : begin equation_out <= 6'd999999; end
				endcase
			end
		end
endmodule
[flow/constraint.sdc]
current_design state3

set clk_period 132.2
set clk_io_pct 0.2

create_clock -name clk0 -period $clk_period [get_ports {clk}]

set non_clock_inputs [all_inputs -no_clocks]
set_input_delay [expr $clk_period * $clk_io_pct] -clock clk0 $non_clock_inputs
set_output_delay [expr $clk_period * $clk_io_pct] -clock clk0 [all_outputs]
[flow/config.mk]
export PLATFORM = sky130hd
export DESIGN_NAME = state3
export DESIGN_NICKNAME = state3
export VERILOG_FILES = /design/flow/design.v
export SDC_FILE = /design/flow/constraint.sdc
export NUM_CORES = 4
export LEC_CHECK = 1
export CORE_UTILIZATION = 50
==> PnR_summary.wiki <==
=== Physical design figures ===
{| class="wikitable"
! Metric !! Value
|-
| Gate count after technology mapping || approximately 5000
|-
| Floorplan-stage core utilization || 50.39%
|-
| Final routed wire length divided by cell count || 21.45 µm
|-
| Post-DP HPWL || just under 100 mm
|-
| Total Routing Usage GR || between 30% and 40%
|-
| Via count of the first global-routing pass || roughly 35000
|-
| Worst Setup Path Type || input port to flop
|-
| Global placer's final weighted congestion || 1.006
|-
| RSZ-0062 raised after global routing || false
|-
| Maximum buffer depth of the clock tree || 2
|-
| Slew margin rel. || 4.955%
|-
| Most common library cell in the layout ignoring fill and taps || sky130_fd_sc_hd__nand2_1
|-
| Fill cell instance count of the final layout || 7604
|-
| Most common cell type on the critical path || sky130_fd_sc_hd__o21a_1
|-
| Crit end category || flop
|-
| Max Clk Rate || approximately 12 MHz
|-
| Final count of hold timing violations || 0
|-
| Total antenna diodes in the routed design || 0
|-
| Least-Margin Pin Slew || about 1400 ps
|-
| Mean instance size in the synthesized netlist || between 7 and 8 µm²
|-
| Post-synthesis instance area || 39740 µm²
|-
| Initial antenna violation count || 9
|-
| Core Area || 78870 µm²
|-
| Via total after detailed routing || 35426
|-
| Antenna Violating Nets Remaining || 0
|-
| Top cells by area, synth || sky130_fd_sc_hd__fa_1, sky130_fd_sc_hd__ha_1, sky130_fd_sc_hd__edfxtp_1, sky130_fd_sc_hd__nand2_1, sky130_fd_sc_hd__inv_1
|-
| Hold Crit Start || equation_out[8]
|-
| Vias per cell || 5.830
|-
| Post-Place Worst Slack || 49660 ps
|-
| Io pins || between 90 and 100
|-
| Horizontal die size || about 280 µm
|-
| Total routed wirelength || around 130 mm
|-
| Number of buffers inserted by hold repair at cts || 0
|-
| Main flop type after synthesis || sky130_fd_sc_hd__edfxtp_1
|-
| Die height || between 200 and 300 µm
|-
| Global-route wire length before repair || 204.3 mm
|-
| Pins over their slew limit || 0
|-
| Remaining DRCs || 0
|-
| Largest net degree at the start of global routing || 40
|-
| Total die size || 80610 µm²
|-
| Critical path startpoint category || input port
|-
| Crit Reg-Reg Startpoint || operand_one_hold[4]
|-
| Number of distinct library cells after synthesis || 116
|-
| Fraction of the yosys area taken by sequential cells || 7.027%
|-
| Number of max-cap violations || 0
|-
| Tally of buffers added on design ports || 96
|-
| Class of the worst hold path || flop to flop
|-
| Gr ovfl total || 0
|-
| Clock edge transition at the registers on the reported setup and hold paths || 80 ps
|-
| Required time at the worst-slack endpoint || 132320 ps
|-
| Fraction of registers with async set or reset after synthesis || 0%
|-
| Total cell area reported by yosys after synthesis || approximately 40000 µm²
|-
| Flip-flops with a built-in enable || 93
|-
| Clock buffers created by TritonCTS || 9
|-
| Clock root buffer || sky130_fd_sc_hd__clkbuf_16
|-
| Num Clock Sinks || between 90 and 100
|-
| Biggest fanout along the worst timing path || 34
|-
| Signal arrival time at the worst endpoint || 82730 ps
|-
| Number of buffers added for setup after CTS || 0
|-
| Commonest cells after routing, fill and taps aside || sky130_fd_sc_hd__nand2_1, sky130_fd_sc_hd__inv_1, sky130_fd_sc_hd__ha_1, sky130_fd_sc_hd__fa_1, sky130_fd_sc_hd__nor2_1
|-
| Post-Route Skew || 12.61 ps
|-
| Synthesis-to-finish area growth || 6.763%
|-
| Cell type with the largest total area || sky130_fd_sc_hd__fa_1
|-
| Resized cells post-CTS || 0
|-
| Post-synthesis cell count from yosys || 5011
|-
| Share of Yosys cell area claimed by the top area cell type || 20.81%
|-
| Delay of the slowest cell on the worst path || 660 ps
|-
| Final critical path time including I/O delays and setup || 82610 ps
|-
| Crit path setup slack, layout || 49590 ps
|-
| Number of rows in the core area || 103
|-
| Share of cells above drive strength 1 || 6.029%
|-
| Violation tally from detailed-route iteration zero || 2245
|-
| Endpoints failing setup || 0
|-
| Share of the core filled with cells || between 50% and 60%
|-
| Worst-skew pair later-pin latency || 380 ps
|-
| Timing startpoint of the critical path || operand_two[12]
|-
| Final sum of negative setup slack || 0 ps
|-
| Synthesis-stage register bit count || just over 90
|-
| Warnings from Yosys || 2
|-
| CTS tree || done
|-
| Pre-Repair DR Iteration Count || 6
|-
| Number of warning messages in the logs || 66
|-
| Worst hold slack || between 600 and 700 ps
|-
| Number of H-tree levels || 3
|-
| Cycle use final || 62.49%
|-
| Run status || finished clean
|-
| Slowest library cell on the worst path || sky130_fd_sc_hd__o21bai_1
|}
-- through the flow --
stage          cells  area (µm²)
2_1_floorplan   5011       39740
3_3_place_gp    6060       42120
3_5_place_dp    6060       42120
4_1_cts         6076       42430
5_1_grt         6076       42430
6_report        6076       42430
-- kinds of logic after synthesis --
group / after synthesis / synth area share [%]
fa+ha+maj: 948 / 37.64
flops: 93 / 7.027
simple gates: 1682 / 19.76
compound gates: 1026 / 17.81
buf+inv: 846 / 8.114
xor+xnor: 350 / 7.808
mux: 66 / 1.842
-- cells in the mapped netlist (26+ instances only) --
library cell and number:
sky130_fd_sc_hd__nand2b_1 58, sky130_fd_sc_hd__mux2_2 45, sky130_fd_sc_hd__xor2_1 85, sky130_fd_sc_hd__nor2_1 342
sky130_fd_sc_hd__nand4_1 32, sky130_fd_sc_hd__nand3_1 86, sky130_fd_sc_hd__and2_1 182, sky130_fd_sc_hd__xnor2_1 260
sky130_fd_sc_hd__a21o_1 58, sky130_fd_sc_hd__a21oi_1 232, sky130_fd_sc_hd__o21bai_1 38, sky130_fd_sc_hd__nor2b_1 32
sky130_fd_sc_hd__o31ai_1 101, sky130_fd_sc_hd__ha_1 533, sky130_fd_sc_hd__or2_2 26, sky130_fd_sc_hd__nor3_1 191
sky130_fd_sc_hd__inv_1 612, sky130_fd_sc_hd__o21a_1 160, sky130_fd_sc_hd__fa_1 413, sky130_fd_sc_hd__clkbuf_1 185
sky130_fd_sc_hd__edfxtp_1 93, sky130_fd_sc_hd__nand2_1 622, sky130_fd_sc_hd__o21ai_0 161
-- worst max-delay path: cells and delay by family --
| kind | cells | cell delay, ps |
|---|---|---|
| compound gates | 203 | 37870 |
| fa+ha+maj | 19 | 5560 |
| simple gates | 41 | 5140 |
| buf+inv | 13 | 3870 |
| mux | 9 | 3490 |
| xor+xnor | 1 | 220 |
-- worst paths after layout --
kind | slack, ps | depth (start not counted) | to
hold / removal | 610 | 1 | equation_out_disp[8]
hold reg to reg | 610 | 1 | equation_out_disp[8]
setup / recovery | 49590 | 286 | equation_out[0]
setup reg to reg | 124560 | 30 | operand_one_hold[19]
-- final cells by class --
| type | instances | area [µm²] | share of cell area [%] |
|---|---|---|---|
| inverter | 619 | 2323 | 5.476 |
| sequential | 93 | 2793 | 6.582 |
| clock inverter | 6 | 77.57 | 0.1828 |
| multi-input combinational | 4072 | 33780 | 79.62 |
| clock buffer | 10 | 229.0 | 0.5397 |
| timing repair buffer | 226 | 1912 | 4.506 |
| tap | 1050 | 1314 | 3.097 |
-- metal layers --
| metal | share of wire (%) | vias up | track usage, % |
|---|---|---|---|
| met5 | 0.058 | - | 0.3571 |
| met4 | 2.4 | 14 | 6.797 |
| met3 | 11 | 211 | 12.26 |
| met2 | 44 | 1371 | 51.37 |
| met1 | 43 | 16816 | 50.22 |
| li1 | - | 17014 | - |
-- registers in the layout, indices dropped and copies added (netlist names) --
register           cells
equation_out_disp     20
operand_one_hold      20
neg_out                1
equation_out          20
i                     32
