==> flow/design.v <==
module debounce (input clk, input [3:0] state_place, input [15:0] keypad_debounce, output reg [15:0] keypad_decode);
	reg [15:0] input_test;  
	reg [19:0] counter = 20'h00000;
	reg [19:0] countupto = 20'd1000;
	reg [1:0] debounce_state;
	integer clock_count = 0;
	always @(posedge clk) 
	begin
        case (debounce_state)
        2'b00 : begin
                if (keypad_debounce == 16'b0) 
					 begin
					 debounce_state <= 2'b00; 
					 end
					 else                                 
                    begin
                        input_test <= keypad_debounce;
                        debounce_state <= 2'b01;
                        counter <= 0;
								keypad_decode <= 16'b00;
                     end
                end
        2'b01 : begin 
                if (input_test != keypad_debounce) debounce_state = 2'b00;  
                else
                    begin
                        counter = counter + 1'd1;
                        if (counter > countupto) debounce_state = 2'b10;
							end
                end
        2'b10 : begin 
                debounce_state = 2'b11; 
                counter = 0;
                end
        2'b11 : begin  
                if (keypad_debounce == 16'b0) 
                     begin
                        counter <= counter + 1'd1;
                        if (counter >countupto) 
                            begin
                                keypad_decode <= input_test;
										  input_test <= 16'b0;
                                debounce_state <= 2'b00;
                                counter <= 0;
                            end
                     end
                else counter <= 0;  
                end
        default: debounce_state = 2'b00;
        endcase
	end
endmodule
module keypad(input clk, input [3:0] state_place, input [3:0] row, output reg [3:0] column, output [15:0] decode);
	reg [15:0] key_pressed;
	reg [15:0] key_stored;
	reg [3:0] rows_int;
	integer clock_count = 0;
	integer presses;
	integer i;
	initial
	begin
		column = 4'b1111;
	end
	always @ (posedge clk)
	begin
		rows_int <= row;
	end
	always @ (posedge clk)
	begin
			if(clock_count < 50) clock_count = clock_count + 1;
			else
			begin
				clock_count = 0;
				case(column)
					4'b1111 :	begin
										presses = 0;
										for (i = 0; i < 16; i = i + 1)
										begin
											if(key_pressed[i] == 1'b1) presses = presses + 1;
										end
										if(presses < 2) key_stored <= key_pressed;
										else
											key_stored <= 16'd0;
											key_stored <= key_pressed;
											key_pressed <= 16'd0;
											column <= 4'b0111;
									end
					4'b0111 :	begin
										key_pressed[1] <= ~(rows_int[3]);
										key_pressed[4] <= ~(rows_int[2]);
										key_pressed[7] <= ~(rows_int[1]);
										key_pressed[0] <= ~(rows_int[0]);            
										column <= 4'b1011;
									end
					4'b1011 :	begin
										key_pressed[2]  <= ~(rows_int[3]);
										key_pressed[5]  <= ~(rows_int[2]);
										key_pressed[8]  <= ~(rows_int[1]);
										key_pressed[15] <= ~(rows_int[0]);            
										column <= 4'b1101;
									end
					4'b1101 :	begin
										key_pressed[3]  <= ~(rows_int[3]);
										key_pressed[6]  <= ~(rows_int[2]);
										key_pressed[9]  <= ~(rows_int[1]);
										key_pressed[14] <= ~(rows_int[0]);            
										column <= 4'b1110;
									end
					4'b1110 :	begin
										key_pressed[10] <= ~(rows_int[3]);
										key_pressed[11] <= ~(rows_int[2]);
										key_pressed[12] <= ~(rows_int[1]);
										key_pressed[13] <= ~(rows_int[0]);            
										column <= 4'b1111;
									end
					default: column <= 4'b1111;
				endcase
		end
	end
	debounce d0 (.clk(clk), .state_place(state_place), .keypad_debounce(key_stored), .keypad_decode(decode));
endmodule
==> flow/run.sh <==
#!/bin/bash
# OpenROAD 26Q1-2900-gdf79404cd8, Yosys 0.63+post, stock flow scripts
make -C /OpenROAD-flow-scripts/flow DESIGN_CONFIG=/design/flow/config.mk WORK_HOME=/design/flow/orfs finish
==> flow/config.mk <==
export PLATFORM = sky130hd
export DESIGN_NAME = keypad
export DESIGN_NICKNAME = keypad
export VERILOG_FILES = /design/flow/design.v
export SDC_FILE = /design/flow/constraint.sdc
export NUM_CORES = 4
export LEC_CHECK = 1
export CORE_UTILIZATION = 30
==> flow/constraint.sdc <==
current_design keypad

set clk_period 7.1
set clk_io_pct 0.2

create_clock -name clk0 -period $clk_period [get_ports {clk}]

set non_clock_inputs [all_inputs -no_clocks]
set_input_delay [expr $clk_period * $clk_io_pct] -clock clk0 $non_clock_inputs
set_output_delay [expr $clk_period * $clk_io_pct] -clock clk0 [all_outputs]
==> notes.md <==
Outcome
* finished clean — run status

Floorplan
* 138 microns — die extent in y
* 18,000 sq um — area of the core region
* 19,000 sq um — die footprint
* 30.7% — Pre-Place Util
* 49 — num rows
* 29 — count of boundary I/O pins
* 138 microns — width of the die

Clock network
* 17 — TritonCTS buffer count
* 0 — hold bufs inserted after CTS
* sky130_fd_sc_hd__clkbuf_16 — cell chosen for the clock root
* 126 — Clock Sink Count
* 0 — number of gates resized after cts
* 0.05 ns — clock slew at reported path FFs
* yes — clock tree from TritonCTS
* 0 — Post-CTS Setup Repair Bufs
* 2 — maximum clock path buffer count
* 4 — H-tree depth
* 0.40 ns — latest clock arrival within the worst-skew pair

Global routing
* 3,297 — via count of the first global-routing pass
* 15.9 mm — global-route wire length before repair
* 0 — remaining global-route overflow
* 33 — largest net degree at the start of global routing
* 0 — antenna violations before repair
* 11.0% — Global Route Usage Sum

Worst setup path
* 4.53 ns — worst reg-to-reg setup slack
* 1.44 ns — Worst Path Arrival
* 1 — Bufs and invs on worst path
* column[0]$_DFFE_PP_ — Crit. Startpoint
* sky130_fd_sc_hd__clkdlybuf4s50_1 — slowest stage cell on the critical path
* clkdlybuf4s50_1 — worst-path cell chain
* buffers and inverters — Top Family by Delay on Critical Path
* 5.68 ns — Worst EP required
* flop — critical path startpoint category
* d0.counter[15]$_DFFE_PP_ — launch point of the worst reg-to-reg path
* 10 — highest net fanout along the worst path
* flop to primary output — critical setup path kind
* 0.55 ns — CP peak stage delay
* primary output — critical path capture point type

Final timing
* 0 — endpoints failing setup
* 0.00714 ns — worst clock skew
* 46.5% — Rel. slew slack
* 0.803 ns — pin slew with the least headroom to its limit
* 0.349 GHz — Fmax
* 40.3% — ratio of final minimum period to clock period
* 2.86 ns — shortest clock period the worst path allows after layout
* 0 — max-slew violations
* 0 — final tally of hold violations
* no — setup repair after global routing missed its margin
* 0 ns — final sum of negative setup slack

Synth
* sky130_fd_sc_hd__edfxtp_1, sky130_fd_sc_hd__dfxtp_1, sky130_fd_sc_hd__nor2_1, sky130_fd_sc_hd__xnor2_1, sky130_fd_sc_hd__xor2_1 — top cells, area
* 5530 sq um — total cell area reported by yosys after synthesis
* sky130_fd_sc_hd__edfxtp_1, sky130_fd_sc_hd__nor2_1, sky130_fd_sc_hd__dfxtp_1 — most common library cells after synthesis
* 11.4 sq um — average cell area after synthesis
* sky130_fd_sc_hd__edfxtp_1 — Primary FF master, synth
* 5530 sq um — post-synthesis cell area
* 487 — ys cells
* sky130_fd_sc_hd__edfxtp_1 — library cell with the largest summed area after synthesis
* 126 — post-synthesis sequential element count
* 48.8% — Synth top area share
* 487 — number of instances in the synthesized netlist
* 39 — count of distinct cell types in the synthesized netlist
* 0% — FFs w/ async S/R, synth
* 90 — number of flops mapped to enable cells by yosys
* 2 — synth warn
* 61.9% — Post-synth seq share
* sky130_fd_sc_hd__edfxtp_1 — most used standard cell by instance count after synthesis

Drt
* 0 — Final ANT Viol Nets
* 0 — total DRC errors in the routed layout
* 6 — detailed-router iteration count before antenna repair
* 223 — DRC violation total after the first TritonRoute iteration
* 3,592 — total vias in the final route
* 9.36 mm — sum of routed wire length over all layers
* 4.74 — routed via count divided by cell count
* 0 — ANT cells
* 12.3 microns — routed length per placed instance

Job
* 30 — warning total across the stage logs
* 0 — Maximum Capacitance Violations

Cells and area
* 1,700 — filler cell count in the final layout
* 3420 sq um — total area of sequential cells
* 2020 sq um — MI comb area
* 6.43% — fraction of layout cells with a size suffix above 1
* 19.6% — Area Growth Syn to Fin

Placement
* 6.36 mm — hpwl dp
* 24 — Port Buf Inserts
* 0.876 — routability congestion estimate from global placement

Power and ir drop
* 0.154 mV — Max rail drop VDD
* 1.66 mW — overall power of the completed layout
* 2.30 nW — static leakage
* 251 nW/um^2 — PwrDens

Hold path
* key_pressed[11]$_DFFE_PP_ — Hold Path Origin
* flop to flop — worst min-delay path class

[path summary, 6_finish.rpt]
| kind | to | cells after the start |
|---|---|---|
| setup reg to reg | d0.keypad_decode[1]$_SDFFCE_PN0P_ | 5 |
| hold / removal | key_stored[11]$_DFFE_PP_ | 0 |
| setup / recovery | column[0] | 1 |
| hold reg to reg | key_stored[11]$_DFFE_PP_ | 0 |
[sequential cells by signal (all words and copies together) (netlist names), named ones only]
name,flops
key_pressed,16
key_stored,16
d0.keypad_decode,16
d0.input_test,16
rows_int,4
d0.debounce_state,1
d0.counter,20
column,4
clock_count,32
[cells by family after synthesis]
logic type | after synthesis | share of synthesized area, %
AOI/OAI and AO/OA | 25 | 2.65
xor gates and xnor gates | 60 | 9.50
adders and majority gates | 3 | 0.678
buffers and inverters | 23 | 1.67
DFF | 126 | 61.9
muxes | 1 | 0.204
and+or+nand+nor | 249 | 23.4
[per-layer routing]
metal  wire length, microns  track usage, %  vias up  part of all wire, %
met3                    507            3.45        9                  5.4
met1                   4580            17.7     1685                   49
li1                       -               -     1829                    -
met2                   4140            15.4       69                   44
met4                    134            1.81        0                  1.4
met5                      0               0        -                    0
[metrics by stage]
stage          hold WS, ns  instances  utilization (%)  setup slack, ns  area (sq um)
4_1_cts              0.415        758             36.7             4.22          6620
5_1_grt              0.426        758             36.7             4.14          6620
3_5_place_dp         0.405        726             33.4             4.57          6010
2_1_floorplan        0.400        487                -             3.99          5530
6_report             0.416        758             36.7             4.24          6620
3_3_place_gp         0.408        726             33.4             4.56          6010
[final cells by class]
cell class / instances / area share [%]
flip-flops and latches: 126 / 51.7
multi-input cells: 338 / 30.6
well taps: 229 / 4.33
repair buffers: 26 / 3.86
clock buffers: 19 / 6.54
clock inverters: 13 / 2.59
inverters: 7 / 0.397
[layout by cell type (no fill, tap or decap), types with 23 or more instances in the layout]
cell type                         Yosys  layout
sky130_fd_sc_hd__nand3_1             23      23
sky130_fd_sc_hd__xor2_1              26      26
sky130_fd_sc_hd__nand2_1             27      27
sky130_fd_sc_hd__clkdlybuf4s50_1      0      24
sky130_fd_sc_hd__nor2_1              81      81
sky130_fd_sc_hd__xnor2_1             34      34
sky130_fd_sc_hd__and3_1              25      25
sky130_fd_sc_hd__edfxtp_1            90      90
sky130_fd_sc_hd__dfxtp_1             36      36
[report_power, final]
part	switching, mW	internal (mW)	leakage (nW)
logic	0.00123	0.00304	0.829
clock network	0.292	0.582	0.292
registers	0.00151	0.781	1.18
total	0.294	1.37	2.30
Power and IR drop assume default switching activity.
